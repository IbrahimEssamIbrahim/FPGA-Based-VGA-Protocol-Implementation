File: /design/flow/design.v
localparam H_SYNC_CYC   = 96;
localparam H_SYNC_BACK  = 48;
localparam H_SYNC_ACT   = 640;  
localparam H_SYNC_FRONT = 16;    
localparam H_SYNC_MAX   = 800;  
localparam V_SYNC_CYC   = 2;
localparam V_SYNC_BACK  = 33;
localparam V_SYNC_ACT   = 480;  
localparam V_SYNC_FRONT = 10;   
localparam V_SYNC_MAX   = 525;  
localparam X_START      = H_SYNC_CYC + H_SYNC_BACK;
localparam Y_START      = V_SYNC_CYC + V_SYNC_BACK;
parameter H_SYNC_CYC   = 95;
parameter H_SYNC_BACK  = 65;
parameter H_SYNC_ACT   = 640;  
parameter H_SYNC_FRONT = 0;    
parameter H_SYNC_MAX   = 799;  
parameter V_SYNC_CYC   = 2;
parameter V_SYNC_BACK  = 33;
parameter V_SYNC_ACT   = 480;  
parameter V_SYNC_FRONT = 10;   
parameter V_SYNC_MAX   = 524;  
parameter X_START      = H_SYNC_CYC + H_SYNC_BACK;
parameter Y_START      = V_SYNC_CYC + V_SYNC_BACK;
`timescale 1ns / 1ps
module clk_divider
    #(parameter div_by = 4)(
    input clk,
    input reset_n,
    output clk_tick
    );
    reg [$clog2(div_by) - 1:0] Q_reg, Q_next;
    always @(posedge clk, negedge reset_n)
    begin
        if (~reset_n)
            Q_reg <= 'b0;
        else
            Q_reg <= Q_next;
    end
    assign clk_tick = Q_reg == (div_by-1);
    always @(*)
        Q_next = clk_tick? 'b0: Q_reg + 1;
endmodule
`timescale 1ns / 1ps
module counter
    #(parameter final_value = 255, bits = 8)(
    input clk_25m,
    input reset_n,
    input enable,
    output [bits - 1:0] count, 
    output counter_tick
    );
    reg [bits - 1:0] Q_reg, Q_next;
    always @(posedge clk_25m, negedge reset_n)
    begin
        if (~reset_n)
            Q_reg <= 'b0;
        else if(enable)
            Q_reg <= Q_next;
        else
            Q_reg <= Q_reg;
    end
    assign counter_tick = Q_reg == final_value;
    assign count = Q_reg;
    always @(*)
        Q_next = (counter_tick && enable)? 'b0: Q_reg + 1;
endmodule
`timescale 1ns/1ps
module vga_top #(parameter counter_bits = 10, bit_depth = 4)(
    input clk, reset_n, 
    output horizonal_sync, vertical_sync, 
    output [bit_depth-1:0] red, green, blue, 
    output [counter_bits-1:0] v_count, h_count
);
    wire clk_25m;
    wire enable_v_counter, enable_h_counter;
    localparam H_SYNC_CYC   = 96;
    localparam H_SYNC_BACK  = 48;
    localparam H_SYNC_ACT   = 640;  
    localparam H_SYNC_FRONT = 16;    
    localparam H_SYNC_MAX   = 800;  
    localparam V_SYNC_CYC   = 2;
    localparam V_SYNC_BACK  = 33;
    localparam V_SYNC_ACT   = 480;  
    localparam V_SYNC_FRONT = 10;   
    localparam V_SYNC_MAX   = 525;  
    localparam X_START      = H_SYNC_CYC + H_SYNC_BACK;
    localparam Y_START      = V_SYNC_CYC + V_SYNC_BACK;
    clk_divider #(.div_by(4)) clk_divided (  
    .clk(clk),
    .reset_n(reset_n),
    .clk_tick(clk_25m)
    );
    counter #(.final_value(H_SYNC_MAX-1), .bits(counter_bits)) horizontla_counter
            (
                .clk_25m(clk_25m),
                .reset_n(reset_n),
                .enable(1'b1),
                .count(h_count), 
                .counter_tick(enable_h_counter)
            );
    counter #(.final_value(V_SYNC_MAX-1), .bits(counter_bits)) vertical_counter
            (
                .clk_25m(clk_25m),
                .reset_n(reset_n),
                .enable(enable_h_counter),  
                .count(v_count), 
                .counter_tick(enable_v_counter)
            );
    assign vertical_sync = (v_count < V_SYNC_CYC) ? 1'b1 : 1'b0;
    assign horizonal_sync = (h_count < H_SYNC_CYC) ? 1'b1 : 1'b0;
    assign red =   (((h_count < (H_SYNC_ACT + H_SYNC_CYC + H_SYNC_BACK)) &&   
                     (h_count > (H_SYNC_CYC + H_SYNC_BACK - 1))) &&
                    ((v_count > (V_SYNC_CYC + V_SYNC_BACK - 1)) &&            
                    (v_count < (V_SYNC_ACT + V_SYNC_CYC + V_SYNC_BACK)))                  
                    ) ? 'hFF:'h00;
    assign green =   (((h_count < (H_SYNC_ACT + H_SYNC_CYC + H_SYNC_BACK)) &&   
                     (h_count > (H_SYNC_CYC + H_SYNC_BACK - 1))) &&
                    ((v_count > (V_SYNC_CYC + V_SYNC_BACK - 1)) &&            
                    (v_count < (V_SYNC_ACT + V_SYNC_CYC + V_SYNC_BACK)))                  
                    ) ? 'hFF:'h00;
    assign blue =   (((h_count < (H_SYNC_ACT + H_SYNC_CYC + H_SYNC_BACK)) &&   
                     (h_count > (H_SYNC_CYC + H_SYNC_BACK - 1))) &&
                    ((v_count > (V_SYNC_CYC + V_SYNC_BACK - 1)) &&            
                    (v_count < (V_SYNC_ACT + V_SYNC_CYC + V_SYNC_BACK)))                  
                    ) ? 'hFF:'h00;
endmodule
File: /design/flow/constraint.sdc
current_design vga_top

set clk_period 2.1
set clk_io_pct 0.2

create_clock -name clk0 -period $clk_period [get_ports {clk}]

set non_clock_inputs [all_inputs -no_clocks]
set_input_delay [expr $clk_period * $clk_io_pct] -clock clk0 $non_clock_inputs
set_output_delay [expr $clk_period * $clk_io_pct] -clock clk0 [all_outputs]
File: /design/flow/config.mk
export PLATFORM = sky130hd
export DESIGN_NAME = vga_top
export DESIGN_NICKNAME = vga_top
export VERILOG_FILES = /design/flow/design.v
export SDC_FILE = /design/flow/constraint.sdc
export NUM_CORES = 4
export LEC_CHECK = 1
export CORE_AREA = 10 10 110 110
export DIE_AREA = 0 0 120 120
File: /design/flow/run.sh
#!/bin/bash
# OpenROAD 26Q1-2900-gdf79404cd8, Yosys 0.63+post, stock flow scripts
make -C /OpenROAD-flow-scripts/flow DESIGN_CONFIG=/design/flow/config.mk WORK_HOME=/design/flow/orfs finish
==> flow_metrics.tcl <==
# flow metrics
set metrics [dict create \
    reg2reg_depth 3 \
    hold_start "clk_divided.Q_reg[0]$_DFF_PN0_" \
    outcome "complete, no violations" \
    hold_depth 1 \
    ff_type "dfrtp_1" \
    clock_path_buffers 2 \
    worst-endpoint-required_ns 2.24 \
    grt_util_all_layers_pct 4.49 \
    drtIter0Drc 45 \
    clock_skew_ns 0.00181 \
    cp.arrival_ns 1.08 \
    grt_pass1_vias 994 \
    antenna_found_initial 0 \
    synth_cell_types 27 \
    timing.rr.start "clk_divided.Q_reg[0]$_DFF_PN0_" \
    dp.cells 284 \
    ys_ff 22 \
    path_clk_slew_ns 0.03 \
    cts_hold_buffers 0 \
    p_leak_uw 0.000687 \
    finalHoldViolCount 0 \
    floorplan.core_util_pct 12.6 \
    routed-via-count 1016 \
    ff2ff_setup_slack_ns 1.16 \
    grt_overflow 0 \
    tightest_slew_ns 0.680 \
    dpl.hpwl_um 2560 \
    period_used_pct 44.9 \
    cts_resized 0 \
    cts_tree "done" \
    unclocked_pins 20 \
    min_path_type "reg2reg" \
    crit_path_end_kind "flop" \
    grt_pass1_wl_um 5320 \
    top_area_share_pct 44.8 \
    peakVddDrop_mv 0.0926 \
    power_density_nw_per_um2 119 \
    rsz0062_at_grt "no" \
    fin_cells 287 \
    drv_slew 0 \
    antenna_left 0 \
    diodes 0 \
    yosys-stat-area_um2 1230 \
    cts_buffers 3 \
    maxSlewHeadroom_pct 54.5 \
    yosys_cells 129 \
    yosysWarnings 3 \
    synthesis.area_um2 1230 \
    async_flop_share_pct 100 \
    clock_latency_ns 0.21 \
    htreeDepth 1 \
    synthCells 129 \
    dr.pass1.iters 4 \
    warnings 26 \
    grt_start_max_net_pins 23 \
    setup_tns_ns 0 \
    crit_fanout 21 \
    drv_cap 0 \
    postCtsSetupRepairBufs 0 \
    ios 36 \
    routed_wl_um 3210 \
    lay_top_count "clkdlybuf4s50_1" \
    untimed_endpoints 54 \
    path_cells "ha_1 > buf_4 > nor2_1" \
    fin_util_pct 17.3 \
    syn_to_final_growth_pct 37.7 \
    fmax_mhz 1060 \
    fin_crit_ns 0.942 \
    synth.area.top_cells "dfrtp_1, buf_4, nand3_1, xnor2_1, ha_1" \
    drive_gt1_share_pct 5.19 \
    dieHeight_um 120 \
    final_cell_mix "clkdlybuf4s50_1, dfrtp_1, nand3_1, nor2_1, xnor2_1" \
    cts-root-buf "clkbuf_8" \
    routedWlPerCell_um 11.2 \
    portBuffers 35 \
    r2r-end "clk_divided.Q_reg[0]$_DFF_PN0_" \
    placementRows 36 \
    drc 0 \
    edf_count 0 \
    via_per_inst 3.54 \
    critPathKind "reg2reg" \
    finalSetupViolations 0 \
    hold_end "clk_divided.Q_reg[0]$_DFF_PN0_" \
    slowest_delay_ns 0.37 \
    core_um2 9770 \
    synth_area_leader_cell "dfrtp_1" \
    dieArea_um2 14400 \
    place_congestion 0.792 \
    die_width_um 120 \
    cp_top_family "flip-flops" \
    cp-start-kind "flop" \
    avgSynthCellArea_um2 9.53 \
    cp_num_buf_inv 1 \
    postSynthSeqShare_pct 44.8 \
    worst_path_max_delay_cell "dfrtp_1" \
    worst_hold_slack_ns 0.433 \
]
-- layer usage --
metal	GRT usage, %	routed length, um	vias up
li1	-	-	500
met1	5.49	1410	469
met2	6.74	1310	41
met3	2.81	438	6
met4	0.603	50	0
met5	0	0	-
-- worst reg2reg max path: cells and delay by family (launching register included) --
kind	cells	cell delay, ns
fa+ha+maj	1	0.19
simple gates	1	0.11
flops	1	0.37
buf+inv	1	0.19
-- cell usage after synthesis, types with 3 or more instances --
master	instances
nor3_1	5
nand4_1	5
ha_1	4
nand2_1	7
o21ai_0	7
xor2_1	3
dfrtp_1	22
buf_4	12
xnor2_1	8
nor2_1	9
a31oi_1	3
a21oi_1	4
and3_1	5
nand3_1	14
inv_1	5
-- layout make-up --
type	count	area, um^2
fill	1078	8080
multi-input combinational	87	552
sequential	22	551
timing repair buffer	37	365
tap	133	166
clock buffer	3	41.3
inverter	5	18.8
-- cell families after synthesis --
family	count (synthesis)	synth area share, %
AOI/OAI and AO/OA	19	9.46
adders and majority gates	4	4.07
buffers and inverters	20	10.4
and+or+nand+nor	53	23.5
DFF	22	44.8
xor gates and xnor gates	11	7.83
-- per-stage QoR --
stage          area, um^2  power (uW)  setup slack [ns]
3_5_place_dp         1650        50.1              1.09
5_1_grt              1690         217              1.11
2_1_floorplan        1230        39.0              1.17
4_1_cts              1690         208              1.14
3_3_place_gp         1650        49.9              1.09
6_report             1690         201              1.16
-- power breakdown --
part	internal [uW]	leakage (uW)	switching (uW)
sequential	38.5	0.000297	0
combinational	2.86	0.000368	7.80
clock	121	0.0000216	31.1
total	163	0.000687	38.9
-- worst max-delay path by stage --
stage | startpoint | to | depth (start not counted)
6_report | clk_divided.Q_reg[0]$_DFF_PN0_ | clk_divided.Q_reg[0]$_DFF_PN0_ | 3
5_1_grt | clk_divided.Q_reg[0]$_DFF_PN0_ | clk_divided.Q_reg[0]$_DFF_PN0_ | 3
4_1_cts | clk_divided.Q_reg[0]$_DFF_PN0_ | clk_divided.Q_reg[0]$_DFF_PN0_ | 3
No activity file was given, so power comes from the tool's default toggle rates.
