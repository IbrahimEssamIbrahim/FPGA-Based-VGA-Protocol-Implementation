### /design/flow/config.mk
export PLATFORM = sky130hd
export DESIGN_NAME = Reset_Delay
export DESIGN_NICKNAME = Reset_Delay
export VERILOG_FILES = /design/flow/design.v
export SDC_FILE = /design/flow/constraint.sdc
export NUM_CORES = 4
export LEC_CHECK = 1
export CORE_AREA = 10 10 98 98
export DIE_AREA = 0 0 108 108
### /design/flow/constraint.sdc
current_design Reset_Delay

set clk_period 6.3
set clk_io_pct 0.2

create_clock -name clk0 -period $clk_period [get_ports {iCLK}]

set non_clock_inputs [all_inputs -no_clocks]
set_input_delay [expr $clk_period * $clk_io_pct] -clock clk0 $non_clock_inputs
set_output_delay [expr $clk_period * $clk_io_pct] -clock clk0 [all_outputs]
### /design/flow/run.sh
#!/bin/bash
# OpenROAD 26Q1-2900-gdf79404cd8, Yosys 0.63+post, stock flow scripts
make -C /OpenROAD-flow-scripts/flow DESIGN_CONFIG=/design/flow/config.mk WORK_HOME=/design/flow/orfs finish
### /design/flow/design.v
localparam H_SYNC_CYC   = 96;
localparam H_SYNC_BACK  = 48;
localparam H_SYNC_ACT   = 640;  
localparam H_SYNC_FRONT = 16;    
localparam H_SYNC_MAX   = 800;  
localparam V_SYNC_CYC   = 2;
localparam V_SYNC_BACK  = 33;
localparam V_SYNC_ACT   = 480;  
localparam V_SYNC_FRONT = 10;   
localparam V_SYNC_MAX   = 525;  
localparam X_START      = H_SYNC_CYC + H_SYNC_BACK;
localparam Y_START      = V_SYNC_CYC + V_SYNC_BACK;
parameter H_SYNC_CYC   = 95;
parameter H_SYNC_BACK  = 65;
parameter H_SYNC_ACT   = 640;  
parameter H_SYNC_FRONT = 0;    
parameter H_SYNC_MAX   = 799;  
parameter V_SYNC_CYC   = 2;
parameter V_SYNC_BACK  = 33;
parameter V_SYNC_ACT   = 480;  
parameter V_SYNC_FRONT = 10;   
parameter V_SYNC_MAX   = 524;  
parameter X_START      = H_SYNC_CYC + H_SYNC_BACK;
parameter Y_START      = V_SYNC_CYC + V_SYNC_BACK;
module	Reset_Delay(iCLK,oRESET);
input		iCLK;
output reg	oRESET;
reg	[19:0]	Cont;
always@(posedge iCLK)
begin
	if(Cont!=20'hFFFFF)
	begin
		Cont	<=	Cont+1;
		oRESET	<=	1'b0;
	end
	else
	oRESET	<=	1'b1;
end
endmodule
==> metrics.csv <==
metric,value,unit
Worst VDD drop,0.0878,mV
Slew Limit Headroom,0.500,
crit path DRT,5.04,ns
DR vias,546,
"EDFF count, synth",20,
most frequent cell after synthesis,edfxtp_1,
Hold Fails Final Rpt,0,
top cells by count,"20 x edfxtp_1, 13 x xnor2_1, 8 x nand3_1, 6 x nand2_1",
"Avg Cell Area, Syn",13.3,um2
Leakage,0.391,nW
CTS tree,built,
Pint,194,uW
Root Driver,clkbuf_8,
Critical Path End Type,primary output,
sequential area share after synthesis,0.615,
Critical R2R Launch,Cont[0],
share of cells above drive strength 1,0.111,
drt drc,0,
switching portion of total power,0.173,
Post-Place Setup Slack,4.22,ns
CTS max path bufs,2,
Hold Crit Class,reg2reg,
Main area contributors,"edfxtp_1 59%, xnor2_1 11%, xor2_1 4.3%, nand3_1 4.0%, nand2_1 2.2%",
Slowest cell on crit path,clkdlybuf4s50_1,
Final Worst Setup Slack,4.02,ns
gp weighted congestion,0.739,
chip area,0.0117,mm2
total congestion overflow,0,
first-pass iteration count of the detailed router,4,
largest area contributor in the netlist,edfxtp_1,
I/O pins,2,
yosys adder share,0.0124,
critical setup path kind,reg2out,
Seq pwr share,0.640,
Top Family by Delay on Critical Path,buffers and inverters,
setup TNS,0,ns
Top logic family,simple AND/OR/NAND/NOR gates,
post_cts resized,0,
period utilization,0.361,
Dominant flop cell,edfxtp_1,
unique cell type count in the Yosys netlist,17,
DR WL/cell,7.14,um
cells after synthesis,76,
filler cell count,829,
number of global-route vias before repair,548,
Setup Skew,0.00557,ns
Ys Warns,1,
Comb pwr share,0,
n_diodes,0,
Area growth syn-to-layout,18.2,%
Reg area,621,um2
mux cell area share after synthesis,0,
DIE HEIGHT,108,um
DP HPWL,918,um
crit path launch type,register,
global-route wire length before repair,2.33,mm
crit path time final,2.28,ns
aoi share,0,
CP startpoint,oRESET,
initial detailed-routing violation count,6,
clock share of power,0.360,
# rows,32,
tally of OpenROAD warnings,25,
"Slew Viols, Final",0,
antenna-violating nets left,0,
worst slew pin tran,0.748,ns
vias per cell,2.98,
NetSw,40.7,uW
TritonCTS Buffers,3,
Buffers & Inverters on Critical Path,1,
hold buffer count at cts,0,
xor/xnor share,0.156,
"Chip Area, Yosys",0.00101,mm2
post-synthesis simple-gate area fraction,0.198,
clk slew on worst S/H paths,0.07,ns
top-area cell type share of the netlist area,0.595,
H-tree lvl count,1,
initial core utilization,0.132,
Power Density,197,mW/mm2
CTS sink cnt,21,
max cap viols,0,
largest net degree at the start of global routing,21,
setup violators final,0,
logic area,370,um2
GR Util All Layers,0.0233,
critical path cell sequence,clkdlybuf4s50_1,
mapped cell area,0.00101,mm2
Fmax,439,MHz
setup bufs post-CTS,0,
Worst Path Max Fanout,1,
CORE AREA,0.00765,mm2
ys async rst share,0,
final wirelength,1.31,mm
Clock Latency Late Sink,0.25,ns
CP peak stage delay,0.45,ns
RSZ-0062 raised after global routing,false,
critical path arrival,1.02,ns
Die W,108,um
status,finished clean,
min-delay src,Cont[19],
initial antenna violation count,0,
Synthesized registers,21,
yosys cell count,76,
worst hold slack,0.571,ns
# port buffers,1,
[stage by stage]
| stage | total power, mW | cells | util | area (um2) |
|---|---|---|---|---|
| floorplan | 0.153 | 76 | - | 1010 |
| global placement | 0.153 | 179 | 0.150 | 1150 |
| detailed placement | 0.153 | 179 | 0.150 | 1150 |
| CTS | 0.240 | 183 | 0.156 | 1190 |
| global route | 0.244 | 183 | 0.156 | 1190 |
| finish | 0.235 | 183 | 0.156 | 1190 |
[routing by layer]
layer	part of all wire	vias to the layer above	wire, um	GRT usage
li1	-	281	-	-
met1	0.50	257	656	0.0305
met2	0.45	6	589	0.0401
met3	0.027	2	35	0.00482
met4	0.018	0	24	0.00286
met5	0	-	0	0
[final cells by class]
cell class / count / area share
Inverter: 5 / 0.0157
Multi-Input combinational cell: 50 / 0.310
Clock buffer: 3 / 0.0346
Clock inverter: 1 / 0.00419
Timing Repair Buffer: 1 / 0.00839
Sequential cell: 21 / 0.520
Tap cell: 102 / 0.107
[state kept, by name, summed over array words and instances, names as in the netlist]
signal / cells
Cont: 20
oRESET: 1
[final timing paths]
kind,depth (start not counted),slack [ns],end
max,1,4.02,oRESET
min,1,0.57,oRESET
max reg2reg,5,4.25,Cont[6]
min reg2reg,1,0.57,oRESET
[power by group through the flow]
stage | clock network [mW] | logic, mW | registers (mW)
CTS | 0.0900 | 0.000000125 | 0.150
global route | 0.0934 | 0.000000125 | 0.150
finish | 0.0846 | 0.000000125 | 0.150
[placed cells by master, fill, tap and decap left out]
cell type / instances
nand4_4: 1
clkdlybuf4s50_1: 1
nor2_1: 4
clkbuf_8: 3
dfxtp_1: 1
edfxtp_1: 20
nand3_1: 8
ha_1: 1
clkinv_2: 1
nand3_2: 1
nor3_1: 3
nand2_1: 6
nand4_1: 3
and3_2: 1
inv_1: 5
xnor2_1: 13
nor4_4: 1
xor2_1: 5
nor3_4: 1
and3_1: 2
[logic make-up (layout without fill, tap and decap cells)]
family        Yosys count  count (layout)
fa+ha+maj               1               1
xor+xnor               18              18
flops                  21              21
buf+inv                 5              10
simple gates           31              31
No activity file was given, so power comes from the tool's default toggle rates.
